`flow/design.v`:
```
`timescale 1ns / 1ps
module FullAdder(
    input a,
    input b,
    input carry_in,
    output wire sum,
    output wire carry_out
    );
    assign sum = a ^ b ^ carry_in;
    assign carry_out = (a | b) & (a | carry_in) & (b | carry_in);
endmodule
`timescale 1ns / 1ps
module HexDisplayV2(
	input clk,				  
	input [15:0] value_in,	  
	input BCD_enable,	      
	input Display_Enable,     
	output [6:0] seg,	      
	output [3:0] an	          
    );
	parameter CLKBIT = 16;   
	reg [CLKBIT:0] clk_div = 0;
	always @(posedge clk) begin
		clk_div <= clk_div + 1;	
	end 
	wire [1:0] digit_select;  
	assign digit_select = clk_div[CLKBIT:CLKBIT-1];  
	wire [15:0] BCD_out;
	Hex2BCD MyHex2BCD(clk, value_in, BCD_out, busy);
	wire[15:0] value_used;
	assign value_used = BCD_enable ? BCD_out : value_in;
	wire [3:0] tmp_value;	
	assign tmp_value = (digit_select ==  2'b00 ) ? value_used[3:0]:
							 (digit_select ==  2'b01 ) ? value_used[7:4]:
							 (digit_select ==  2'b10 ) ? value_used[11:8]:
							 (digit_select ==  2'b11 ) ? value_used[15:12]:
							 4'b1111;
	EnableDigit MyEnableDigit( digit_select, an );
	DisplayDigit MyDisplayDigit( tmp_value, Display_Enable, seg );	
endmodule
module DisplayDigit( valueIn, Display_Enable, sevenSegOut);
	input [3:0] valueIn;	 
	input Display_Enable;  
	output [6:0] sevenSegOut;  
	assign sevenSegOut =  ((valueIn == 4'b0000)& Display_Enable) ? 7'b1000000:    
								 ((valueIn == 4'b0001)& Display_Enable) ? 7'b1111001:    
								 ((valueIn == 4'b0010)& Display_Enable) ? 7'b0100100:    
								 ((valueIn == 4'b0011)& Display_Enable) ? 7'b0110000:    
								 ((valueIn == 4'b0100)& Display_Enable) ? 7'b0011001:    
								 ((valueIn == 4'b0101)& Display_Enable) ? 7'b0010010:    
								 ((valueIn == 4'b0110)& Display_Enable) ? 7'b0000010:    
								 ((valueIn == 4'b0111)& Display_Enable) ? 7'b1111000:    
								 ((valueIn == 4'b1000)& Display_Enable) ? 7'b0000000:    
								 ((valueIn == 4'b1001)& Display_Enable) ? 7'b0010000:    
								 ((valueIn == 4'b1010)& Display_Enable) ? 7'b0001000:    
								 ((valueIn == 4'b1011)& Display_Enable) ? 7'b0000011:    
								 ((valueIn == 4'b1100)& Display_Enable) ? 7'b1000110:    
								 ((valueIn == 4'b1101)& Display_Enable) ? 7'b0100001:    
								 ((valueIn == 4'b1110)& Display_Enable) ? 7'b0000110:    
								 ((valueIn == 4'b1111)& Display_Enable) ? 7'b0001110:    
								 7'b1111111;    
endmodule
module EnableDigit( digitSelectIn, digSelectOut);
	input [1:0] digitSelectIn;  
	output [3:0] digSelectOut;  
	assign digSelectOut = (digitSelectIn == 2'b00) ? 4'b1110:    
								 (digitSelectIn == 2'b01) ? 4'b1101:    
								 (digitSelectIn == 2'b10) ? 4'b1011:    
								 (digitSelectIn == 2'b11) ? 4'b0111:    
								 4'b0000;    
endmodule
module Hex2BCD(sys_clk, HexIn, BCD_out, busy);
	 input [15:0] HexIn;     
    input sys_clk;
    output reg [15:0] BCD_out = 0;
	 output reg busy = 0;
	reg [3:0] digit0, digit1, digit2, digit3;
	wire carry0, carry1, carry2;
	reg [4:0] counter =0;
	assign carry0=(digit0>4);
	assign carry1=(digit1>4);
	assign carry2=(digit2>4);
	always @(posedge sys_clk) begin
		if (counter==0) begin
			digit0<=0;
			digit1<=0;
			digit2<=0;
			digit3<=0;
			busy <= 1'b1;
			counter <= counter + 1;
		end
		else if (counter<17) begin
		  if (carry0)
				digit0<={digit0-5,HexIn[16-counter]};
		  else
				digit0<={digit0[2:0],HexIn[16-counter]};
		  if (carry1)
				digit1<={digit1-5,carry0};
		  else
				digit1<={digit1[2:0],carry0};
		  if (carry2)
				digit2<={digit2-5,carry1};
		  else
				digit2<={digit2[2:0],carry1};
		  digit3<={digit3[2:0],carry2};
		  counter <= counter + 1;
		end 
		else if (counter == 17 ) begin
			if( HexIn < 10000 )  
				BCD_out <= {digit3,digit2,digit1,digit0};  
			else
				BCD_out <= 16'h9999;  
			busy <= 1'b0;
				counter <= 0;
		end
	end
endmodule
`timescale 1ns / 1ps
module MainModule(
    input clk,
    input [15:0] sw,
    input btnC,
    output [15:0] led,
    output [6:0] seg,
    output [3:0] an
    );
    assign led = sw;
    wire [15:0] full_adder_output;
    FullAdder MyFullAdder(
                            .a (sw[0]),
                            .b (sw[1]),
                            .carry_in (sw[2]),
                            .sum (full_adder_output[0]),
                            .carry_out (full_adder_output[1])
                          );
    HexDisplayV2 MyHexDisplay( .clk (clk),
                                 .value_in (full_adder_output),
                                 .BCD_enable (~btnC),
                                 .Display_Enable (1'b1),
                                 .seg (seg),
                                 .an (an)
                               ); 
endmodule
```
`flow/run.sh`:
```
#!/bin/bash
# OpenROAD 26Q1-2900-gdf79404cd8, Yosys 0.63+post, stock flow scripts
make -C /OpenROAD-flow-scripts/flow DESIGN_CONFIG=/design/flow/config.mk WORK_HOME=/design/flow/orfs finish
```
`flow/config.mk`:
```
export PLATFORM = sky130hd
export DESIGN_NAME = MainModule
export DESIGN_NICKNAME = MainModule
export VERILOG_FILES = /design/flow/design.v
export SDC_FILE = /design/flow/constraint.sdc
export NUM_CORES = 4
export LEC_CHECK = 1
export CORE_AREA = 10 10 94 94
export DIE_AREA = 0 0 104 104
```
`flow/constraint.sdc`:
```
current_design MainModule

set clk_period 3.1
set clk_io_pct 0.2

create_clock -name clk0 -period $clk_period [get_ports {clk}]

set non_clock_inputs [all_inputs -no_clocks]
set_input_delay [expr $clk_period * $clk_io_pct] -clock clk0 $non_clock_inputs
set_output_delay [expr $clk_period * $clk_io_pct] -clock clk0 [all_outputs]
```
==> results.txt <==
Implementation summary

The fill cell instance count of the final layout is about 730. The cell count after synthesis came out at around 130. In this run the number of H-tree levels came out at 1. The total of max-cap violations is 0. Per the synth log, the flip-flop and latch total comes to 23.

STA reports a reg2reg setup slack of 1500 ps. Measured along the y axis, the die boundary spans 104 um. The worst clock skew is between 8 and 9 ps. The final tally of setup violations is 0.

The routed via count divided by cell count is 3.711. Note that the worst hold path type here is reg -> reg. In this build the clock could be raised as far as 330.5 MHz.

Ranking logic cells in the layout by count gives the top entries sky130_fd_sc_hd__dfxtp_1, sky130_fd_sc_hd__clkdlybuf4s50_1, sky130_fd_sc_hd__xor2_1, sky130_fd_sc_hd__nand3_1, sky130_fd_sc_hd__inv_1. In the routed netlist, the antenna diode instances number 0. The share of synthesized area occupied by flip-flops and latches is 0.4202.

The critical path data required time is around 2500 ps. Of the post-synthesis cell area, the dominant cell type holds 0.2747. The latest clock arrival within the worst-skew pair is 260 ps.

The floorplan core area is 6832 um2. The synthesis report lists the most area-consuming cells as sky130_fd_sc_hd__dfxtp_1, sky130_fd_sc_hd__edfxtp_1, sky130_fd_sc_hd__buf_4. The startpoint of the tightest hold check path is MyHexDisplay.clk_div[0].

The minimum clock period after layout is 3026 ps. Per the cell usage report, the commonest logic cell in the layout is sky130_fd_sc_hd__dfxtp_1. The fraction of final layout cells sized beyond drive strength 1 is 0.1061. Once detail routing completed, the nets flagged for antenna violations numbered 0. The post-route utilization of the core is recorded as 0.2141. The yosys synthesis warning count is 17. The cell count of the worst hold path is 1. The final timing summary puts the cycle share of the worst path at 0.9760.

The final estimated routing congestion in global placement is 0.7688. The first detailed-routing pass ran for 4 iterations. During I/O placement, the number of pins put on the boundary was between 40 and 50. The first global-routing pass estimated 3249 um of wire. The class of the most critical setup path is in -> out.

The number of clock sinks is 23. The worst endpoint data arrival time is 2410 ps. For the final routed database, the setup TNS stands at 0 ps. The endpoint kind of the worst setup timing path is an output pin. Summing over the stages, the warning tally comes to 28. The CTS tree is built. The end of the worst register-to-register path is MyHexDisplay.clk_div[10].

The clock-pin slew reported for the worst setup and hold paths after clock tree synthesis is around 70 ps. The worst supply voltage drop on vdd is ~0.00012 V. Entering global routing, the biggest net connects 14 pins. In this run, CTS created clock tree buffers numbering 3. The count of buffers added on input and output ports is 17. The category of the worst setup path launch point is a primary input. Each instance of the synthesized netlist takes up on average 9.677 um2. The die area is 10820 um2. The number of global-route vias before repair is 723. The flow ran to the end, and the final reports show no timing, DRC or antenna violations.

Note, the detailed placer reported a final HPWL of 1479 um. The reported leakage power is 0.5539 nW. The routed design shows a wire length per standard cell of 8.474 um.

After global routing the overflow that remains totals 0. The post-route DRC violation count is 0. The maximum buffer depth of the clock tree is 2. The core utilization before placement is 0.1813.

The chip area estimate from yosys synthesis is roughly 1200 um2. The relative area change from synthesis to final layout is 18.08%. The hold violation total from the final report is 0. For reference, the placement row count at floorplan is 30. The cell taking the most area after synthesis is sky130_fd_sc_hd__dfxtp_1. Before any placement, the netlist area is recorded as between 1000 and 1500 um2. The worst register-to-register path begins at MyHexDisplay.clk_div[0]. The number of antenna violations at the first check in global routing is 0. The hold path endpoint is MyHexDisplay.clk_div[0]. The width of the die is 104 um. The DRC violation total after the first TritonRoute iteration is 15. The count of hold-fix buffers inserted at cts is 0.

The number of slew-limit violations in the final report is 0. The vias after detailed routing is 846. Clock tree synthesis selected as its root buffer the cell sky130_fd_sc_hd__clkbuf_8. Total power normalized to cell area comes to between 300 and 400 nW/um2. The maximum fanout along the worst path is 5. The wire length recorded after detailed routing is 1932 um.

The synthesized netlist was found by Yosys to have 128 cells. The number of distinct library cells after synthesis is 30. The path depth of the worst reg2reg path is 4. The all-layer global routing usage is 0.03280.
## critical path, stage by stage
cell and delay [ps]:
sky130_fd_sc_hd__clkdlybuf4s50_1 470, sky130_fd_sc_hd__inv_1 60, sky130_fd_sc_hd__fa_2 590, sky130_fd_sc_hd__nor3b_2 180, sky130_fd_sc_hd__clkdlybuf4s50_1 490
## through the flow
step / area [um2] / setup WS [ps] / hold WS [ps] / power (mW) / cells
floorplan: 1239 / 1109 / 405.4 / 0.3339 / 128
global placement: 1401 / 32.10 / 431.6 / 0.3328 / 224
detailed placement: 1401 / 5.070 / 432.7 / 0.3328 / 224
CTS: 1448 / 5.128 / 450.4 / 0.5148 / 228
global route: 1463 / -4.788 / 487.0 / 0.5304 / 228
finish: 1463 / 74.44 / 448.9 / 0.5081 / 228
## routing by layer
| layer | up-vias | track usage | share of wire |
|---|---|---|---|
| met5 | - | 0 | 0 |
| met4 | 0 | 0.007952 | 0.018 |
| met3 | 2 | 0.006892 | 0.043 |
| met2 | 24 | 0.04685 | 0.42 |
| met1 | 390 | 0.04903 | 0.52 |
| li1 | 430 | - | - |
## final cells by class
class | count | area, um2 | area share
clock buffers | 3 | 41.29 | 0.02823
repair buffers | 17 | 172.7 | 0.1181
flip-flops and latches | 23 | 520.5 | 0.3559
inverters | 11 | 41.29 | 0.02823
well taps | 96 | 120.1 | 0.08212
clock inverters | 1 | 5.005 | 0.003422
multi-input cells | 77 | 561.8 | 0.3841
## how the worst max path moves through the flow
stage | startpoint | end | slack (ps) | cells past startpoint
final | sw[1] | seg[2] | 70 | 5
after global routing | sw[1] | seg[3] | -5 | 5
after CTS | sw[2] | seg[2] | 5 | 5
## registers in the layout, indices dropped and copies added, names as in the netlist
name	cells
MyHexDisplay.MyHex2BCD.BCD_out	1
MyHexDisplay.MyHex2BCD.counter	5
MyHexDisplay.clk_div	17
## timing repair
item                                    CTS  global route
setup buffers                             0             0
gates cloned                              0             0
pin swaps                                 1             1
endpoints found under the setup margin    1             3
resized                                   0             5
## logic make-up after synthesis
family / Yosys count / share of synthesized area
and+or+nand+nor: 45 / 0.2141
xor gates and xnor gates: 17 / 0.1263
other: 2 / 0.006063
adders and majority gates: 5 / 0.05657
DFF: 23 / 0.4202
buffers and inverters: 28 / 0.1364
AOI/OAI and AO/OA: 8 / 0.04041
## synth_stat cells
cell,number
sky130_fd_sc_hd__a21boi_0,1
sky130_fd_sc_hd__a21oi_1,2
sky130_fd_sc_hd__and4_2,1
sky130_fd_sc_hd__buf_4,17
sky130_fd_sc_hd__conb_1,2
sky130_fd_sc_hd__dfxtp_1,17
sky130_fd_sc_hd__edfxtp_1,6
sky130_fd_sc_hd__fa_1,1
sky130_fd_sc_hd__ha_1,4
sky130_fd_sc_hd__inv_1,10
sky130_fd_sc_hd__inv_2,1
sky130_fd_sc_hd__nand2_1,8
sky130_fd_sc_hd__nand2b_1,2
sky130_fd_sc_hd__nand3_1,9
sky130_fd_sc_hd__nand3_2,1
sky130_fd_sc_hd__nand4_1,3
sky130_fd_sc_hd__nand4_4,1
sky130_fd_sc_hd__nand4b_1,1
sky130_fd_sc_hd__nor2_1,6
sky130_fd_sc_hd__nor3_1,3
sky130_fd_sc_hd__nor3b_1,3
sky130_fd_sc_hd__nor4_1,6
sky130_fd_sc_hd__o21ai_0,2
sky130_fd_sc_hd__o22a_1,1
sky130_fd_sc_hd__o22ai_1,1
sky130_fd_sc_hd__o31ai_1,1
sky130_fd_sc_hd__or4_4,1
sky130_fd_sc_hd__xnor2_1,5
sky130_fd_sc_hd__xnor2_2,1
sky130_fd_sc_hd__xor2_1,11
## report_power, final
group | switching, mW | internal [mW] | total, mW
Combinational | 0.00752 | 0.0138 | 0.0213
Clock | 0.0912 | 0.0895 | 0.181
Sequential | 0 | 0.306 | 0.306
Power figures rest on the tool's default switching activity, not on a simulated workload.
