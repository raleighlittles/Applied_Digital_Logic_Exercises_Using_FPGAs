===== ./config.mk =====
export PLATFORM = sky130hd
export DESIGN_NAME = FSMTop
export DESIGN_NICKNAME = FSMTop
export VERILOG_FILES = /design/flow/design.v
export SDC_FILE = /design/flow/constraint.sdc
export NUM_CORES = 4
export LEC_CHECK = 1
export CORE_AREA = 10 10 82 82
export DIE_AREA = 0 0 92 92

===== ./constraint.sdc =====
current_design FSMTop

set clk_period 4.1
set clk_io_pct 0.2

create_clock -name clk0 -period $clk_period [get_ports {JB}]
create_clock -name clk1 -period $clk_period [get_ports {clk}]

set non_clock_inputs [all_inputs -no_clocks]
set_input_delay [expr $clk_period * $clk_io_pct] -clock clk0 $non_clock_inputs
set_output_delay [expr $clk_period * $clk_io_pct] -clock clk0 [all_outputs]

===== ./design.v =====
`timescale 1ns / 1ps
module HexDisplayV2(
	input clk,				  
	input [15:0] value_in,	  
	input BCD_enable,	      
	input Display_Enable,     
	output [6:0] seg,	      
	output [3:0] an	          
    );
	parameter CLKBIT = 16;   
	reg [CLKBIT:0] clk_div = 0;
	always @(posedge clk) begin
		clk_div <= clk_div + 1;	
	end 
	wire [1:0] digit_select;  
	assign digit_select = clk_div[CLKBIT:CLKBIT-1];  
	wire [15:0] BCD_out;
	Hex2BCD MyHex2BCD(clk, value_in, BCD_out, busy);
	wire[15:0] value_used;
	assign value_used = BCD_enable ? BCD_out : value_in;
	wire [3:0] tmp_value;	
	assign tmp_value = (digit_select ==  2'b00 ) ? value_used[3:0]:
							 (digit_select ==  2'b01 ) ? value_used[7:4]:
							 (digit_select ==  2'b10 ) ? value_used[11:8]:
							 (digit_select ==  2'b11 ) ? value_used[15:12]:
							 4'b1111;
	EnableDigit MyEnableDigit( digit_select, an );
	DisplayDigit MyDisplayDigit( tmp_value, Display_Enable, seg );	
endmodule
module DisplayDigit( valueIn, Display_Enable, sevenSegOut);
	input [3:0] valueIn;	 
	input Display_Enable;  
	output [6:0] sevenSegOut;  
	assign sevenSegOut =  ((valueIn == 4'b0000)& Display_Enable) ? 7'b1000000:    
								 ((valueIn == 4'b0001)& Display_Enable) ? 7'b1111001:    
								 ((valueIn == 4'b0010)& Display_Enable) ? 7'b0100100:    
								 ((valueIn == 4'b0011)& Display_Enable) ? 7'b0110000:    
								 ((valueIn == 4'b0100)& Display_Enable) ? 7'b0011001:    
								 ((valueIn == 4'b0101)& Display_Enable) ? 7'b0010010:    
								 ((valueIn == 4'b0110)& Display_Enable) ? 7'b0000010:    
								 ((valueIn == 4'b0111)& Display_Enable) ? 7'b1111000:    
								 ((valueIn == 4'b1000)& Display_Enable) ? 7'b0000000:    
								 ((valueIn == 4'b1001)& Display_Enable) ? 7'b0010000:    
								 ((valueIn == 4'b1010)& Display_Enable) ? 7'b0001000:    
								 ((valueIn == 4'b1011)& Display_Enable) ? 7'b0000011:    
								 ((valueIn == 4'b1100)& Display_Enable) ? 7'b1000110:    
								 ((valueIn == 4'b1101)& Display_Enable) ? 7'b0100001:    
								 ((valueIn == 4'b1110)& Display_Enable) ? 7'b0000110:    
								 ((valueIn == 4'b1111)& Display_Enable) ? 7'b0001110:    
								 7'b1111111;    
endmodule
module EnableDigit( digitSelectIn, digSelectOut);
	input [1:0] digitSelectIn;  
	output [3:0] digSelectOut;  
	assign digSelectOut = (digitSelectIn == 2'b00) ? 4'b1110:    
								 (digitSelectIn == 2'b01) ? 4'b1101:    
								 (digitSelectIn == 2'b10) ? 4'b1011:    
								 (digitSelectIn == 2'b11) ? 4'b0111:    
								 4'b0000;    
endmodule
module Hex2BCD(sys_clk, HexIn, BCD_out, busy);
	 input [15:0] HexIn;     
    input sys_clk;
    output reg [15:0] BCD_out = 0;
	 output reg busy = 0;
	reg [3:0] digit0, digit1, digit2, digit3;
	wire carry0, carry1, carry2;
	reg [4:0] counter =0;
	assign carry0=(digit0>4);
	assign carry1=(digit1>4);
	assign carry2=(digit2>4);
	always @(posedge sys_clk) begin
		if (counter==0) begin
			digit0<=0;
			digit1<=0;
			digit2<=0;
			digit3<=0;
			busy <= 1'b1;
			counter <= counter + 1;
		end
		else if (counter<17) begin
		  if (carry0)
				digit0<={digit0-5,HexIn[16-counter]};
		  else
				digit0<={digit0[2:0],HexIn[16-counter]};
		  if (carry1)
				digit1<={digit1-5,carry0};
		  else
				digit1<={digit1[2:0],carry0};
		  if (carry2)
				digit2<={digit2-5,carry1};
		  else
				digit2<={digit2[2:0],carry1};
		  digit3<={digit3[2:0],carry2};
		  counter <= counter + 1;
		end 
		else if (counter == 17 ) begin
			if( HexIn < 10000 )  
				BCD_out <= {digit3,digit2,digit1,digit0};  
			else
				BCD_out <= 16'h9999;  
			busy <= 1'b0;
				counter <= 0;
		end
	end
endmodule
`timescale 1ns / 1ps
module FSMTop(
    input clk,
    input [7:0] JB,
    input btnC,
    input btnR,
    output [6:0] seg,
    output [3:0] an
    );
    wire oneshot_output;
    OneShotV4 OneShotEvents ( .clk (clk),
                              .asynctrigger_in (JB[1]),
                              .pulse_out (oneshot_output)
                              );
  wire [31:0] event_counter_output;
  SyncEventCounterV1 MySyncEventCounter ( .clk (clk),
                                          .event_trigger (oneshot_output),
                                          .reset (btnR),
                                          .events_counted(event_counter_output)
                                          );
  HexDisplayV2 myHexDisplay ( .clk (clk),
                              .BCD_enable( ~btnC),
                              .Display_Enable('b1),
                              .seg (seg),
                              .an (an),
                              .value_in (event_counter_output)
                              );
endmodule
`timescale 1ns / 1ps
module OneShotV4( 
	input clk,
	input asynctrigger_in,
	output reg pulse_out = 0
	);
	reg trig_set = 0;
	always@(posedge asynctrigger_in or posedge pulse_out)
		if( pulse_out)
			trig_set <= 0;
		else
			trig_set <=1;		
	always@( posedge clk)
		if( trig_set)
			pulse_out <= 1;
		else
			pulse_out <=0;
endmodule
`timescale 1ns / 1ps
module SyncEventCounterV1(
    input clk,
    input event_trigger,
    input reset,
    output reg [31:0] events_counted,
    output reg data_ready = 0
    );
       parameter STARTUP = 2'b00;
       parameter COUNTING = 2'b01;
       parameter STORE_COUNTS = 2'b10;
       parameter RESET_COUNTERS = 2'b11;
       parameter CLOCK_FREQUENCY = 100_000_000;  
       reg [1:0] state = STARTUP;
       reg [31:0] clock_cycles;  
       reg [31:0] events_running_total;
       always @(posedge clk)
          if (reset) begin
             state <= STARTUP;
          end
          else
             case (state)
                STARTUP : begin
                   clock_cycles <= 0;
                   events_running_total <= 0;
                   data_ready <= 0;
                end
                COUNTING : begin
                   if (clock_cycles < CLOCK_FREQUENCY -1)
                   begin
                      state <= COUNTING;
                   end
                   else if (clock_cycles == CLOCK_FREQUENCY-1)
                   begin
                      state <= STORE_COUNTS;
                   end
                   if (event_trigger)
                   begin 
                      events_running_total <= events_running_total + 1;
                   end
                end
                STORE_COUNTS : begin
                   events_counted <= events_running_total;
                end
                RESET_COUNTERS : begin
                   state <= COUNTING;
                   clock_cycles <= 0;
                   events_running_total <= 0;
                   events_counted <= events_counted;
                   data_ready <= 1'b1;
                end
             endcase
endmodule

===== ./run.sh =====
#!/bin/bash
# OpenROAD 26Q1-2900-gdf79404cd8, Yosys 0.63+post, stock flow scripts
make -C /OpenROAD-flow-scripts/flow DESIGN_CONFIG=/design/flow/config.mk WORK_HOME=/design/flow/orfs finish

==> reports/results.txt <==
status: complete, no violations
Max Transition Viols Final: 0
hpwl dp: 1043 um
total grt overflow: 0
CORE AREA: 5075 um^2
row cnt: 26
dpl cells: 177
root buffer cell: clkbuf_8
clock skew: 0.007166 ns
Power Density: 308.3 nW/um^2
final WL: 1362 um
I/O pin cnt: 22
CTS Buffer Depth: 2
CTS tree: built
MaxCap Viol Count: 0
critical path, cell by cell: or2_2, clkdlybuf4s50_1
total clock sinks: 23
H-tree levels: 1
setup TNS after final layout: 0 ns
register-to-register setup slack: 2.61 ns
Chip Area: 8464 um^2
DR iter-0 viols: 28
VDD IR max: 108.6 uV
area grow syn2layout: 15.92%
n_diodes: 0
WP data required: 3.28 ns
largest delay contributor family on the critical path: buffers and inverters
# Cells Yosys: 104
M1 WL: 736 um
Synth Cell Area: 1030 um^2
Critical Path Source Type: flop
OpenROAD warning count: 39
hold-fix buffers at CTS: 0
Slowest cell on crit path: clkdlybuf4s50_1
antenna-violating nets left: 0
Unique masters post-synth: 22
Die Span X: 92 um
Core Util at FP: 0.2029
number of CTS-inserted buffers: 3
WP buf/inv: 1
CP Class: reg -> out
routed len/inst: 7.525 um
Seq cells post-synth: 23
buffers added on ports: 6
critical path peak fanout: 6
Clock Pin Slew Worst Setup and Hold Paths: 0.08 ns
final std cells w/o fill: 181
Critical Path AT: 1.32 ns
Post-synth seq share: 0.5055
initial antenna violation count: 0
crit end category: primary output
Yosys warnings: 6
postcts setup bufs: 0
vias: 623
first-pass GRT wire length: 2739 um
synthesized instance count: 104
Syn Area/Cell: 9.901 um^2
GP Congestion: 0.7717
number of vias per cell: 3.442
DRC viols: 0
metal3 WL: 81 um
overall die height: 92 um
cts repair resizes: 0
Setup Viol. Count Final: 0
RSZ-0062 raised after global routing: no
most frequent cells in the layout: dfxtp_1, nand3_1, nand2_1
Tot Pwr: 0.0003680 W
most frequent logic cell in the layout: dfxtp_1
overall routing resource usage: 0.03688
YS chip area: 1030 um^2
Static Leak: 0.4285 nW
met2 wire length: 540 um
top layer in use: met4
largest net degree at the start of global routing: 14
share of cells above drive strength 1: 0.07207
Hold WC Path Type: reg -> reg
slowest stage delay, CP: 0.40 ns
vias in the first global route: 611
final hold viol count: 0
Pre-antenna DRT Iters: 3
post-route core utilization: 0.2352
==> sequential cells by signal, indices dropped and copies added, names as in the netlist <==
register	count
myHexDisplay.clk_div	17
myHexDisplay.MyHex2BCD.counter	5
myHexDisplay.MyHex2BCD.BCD_out	1
==> layout make-up <==
cell class,count,area [um^2]
multi-input cells,73,460.4
clock buffers,3,41.29
well taps,70,87.58
inverters,5,18.77
repair buffers,6,60.06
flip-flops and latches,23,520.5
fillers,564,3881
clock inverters,1,5.005
==> cell families after synthesis <==
family	Yosys count	share of synthesized area
adder cells (fa/ha/maj)	4	0.04860
AND-OR/OR-AND	6	0.03402
buffers and inverters	12	0.06198
other	2	0.007293
flip-flops	23	0.5055
AND/OR/NAND/NOR	41	0.2066
XOR/XNOR	16	0.1361
==> worst register-to-register path: stages (launching register included) <==
cell     delay (ns)
dfxtp_1        0.38
ha_1           0.21
nand3_2        0.15
nor4_4         0.38
nand3_1        0.13
xnor2_1        0.13
==> metal layers <==
layer,track usage,up-vias
li1,-,340
met5,0,-
met4,0.005141,0
met1,0.05507,274
met2,0.05059,7
met3,0.01400,2
==> stage by stage <==
| stage | worst slack (ns) | cell area, um^2 | hold WS [ns] |
|---|---|---|---|
| floorplan | 2.686 | 1045 | 0.3834 |
| global placement | 2.237 | 1147 | 0.3943 |
| detailed placement | 2.233 | 1147 | 0.4017 |
| CTS | 1.935 | 1194 | 0.4205 |
| global route | 1.878 | 1194 | 0.4584 |
| finish | 1.957 | 1194 | 0.4184 |
==> Yosys cell counts <==
cell type | n | area, um^2
a21boi_0 | 1 | 7.510
a21oi_1 | 1 | 5.000
and3_1 | 2 | 12.51
buf_4 | 5 | 37.54
clkbuf_1 | 2 | 7.510
conb_1 | 2 | 7.510
dfxtp_1 | 17 | 340.3
edfxtp_1 | 6 | 180.2
ha_1 | 4 | 50.05
inv_1 | 5 | 18.77
nand2_1 | 11 | 41.29
nand2b_1 | 2 | 12.51
nand3_1 | 11 | 55.05
nand3_2 | 2 | 20.02
nand4_1 | 1 | 6.260
nor2_1 | 10 | 37.54
nor4_4 | 1 | 21.27
o21ai_0 | 3 | 15.01
o31ai_1 | 1 | 7.510
or2_2 | 1 | 6.260
xnor2_1 | 10 | 87.58
xor2_1 | 6 | 52.55
==> power by group <==
part           leakage (nW)  switching, W  internal, W
Sequential            0.204             0     0.000231
Clock                0.0255     0.0000687    0.0000676
Combinational         0.199   0.000000300            0
Total                 0.429     0.0000690     0.000299
==> path summary, 6_finish.rpt <==
check	start	to	cells after the start
hold reg to reg	myHexDisplay.clk_div[0]$_DFF_P_	myHexDisplay.clk_div[0]$_DFF_P_	1
max in group clk1	myHexDisplay.clk_div[0]$_DFF_P_	myHexDisplay.clk_div[16]$_DFF_P_	5
min in group clk0	myHexDisplay.MyHex2BCD.BCD_out[12]$_DFFE_PP_	seg[6]	2
setup reg to reg	myHexDisplay.clk_div[0]$_DFF_P_	myHexDisplay.clk_div[16]$_DFF_P_	5
hold / removal	myHexDisplay.clk_div[0]$_DFF_P_	myHexDisplay.clk_div[0]$_DFF_P_	1
setup / recovery	myHexDisplay.clk_div[15]$_DFF_P_	an[0]	2
No activity file was given, so power comes from the tool's default toggle rates.
