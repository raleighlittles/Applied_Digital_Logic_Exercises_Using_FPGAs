==> ./design.v <==
`timescale 1ns / 1ps
module AddressCounter(
    input clk,
    output reg[23:0] my_counter = 0
    );
    always @ (posedge clk)
    begin
        if (my_counter == 'h1FFFFF)
            begin
                my_counter = 0;
            end
        else 
            begin 
                my_counter <= my_counter + 1;
            end
    end 
endmodule
==> ./run.sh <==
#!/bin/bash
# OpenROAD 26Q1-2900-gdf79404cd8, Yosys 0.63+post, stock flow scripts
make -C /OpenROAD-flow-scripts/flow DESIGN_CONFIG=/design/flow/config.mk WORK_HOME=/design/flow/orfs finish
==> ./config.mk <==
export PLATFORM = sky130hd
export DESIGN_NAME = AddressCounter
export DESIGN_NICKNAME = AddressCounter
export VERILOG_FILES = /design/flow/design.v
export SDC_FILE = /design/flow/constraint.sdc
export NUM_CORES = 4
export LEC_CHECK = 1
export CORE_AREA = 10 10 89 89
export DIE_AREA = 0 0 99 99
==> ./constraint.sdc <==
current_design AddressCounter

set clk_period 4.2
set clk_io_pct 0.2

create_clock -name clk0 -period $clk_period [get_ports {clk}]

set non_clock_inputs [all_inputs -no_clocks]
set_input_delay [expr $clk_period * $clk_io_pct] -clock clk0 $non_clock_inputs
set_output_delay [expr $clk_period * $clk_io_pct] -clock clk0 [all_outputs]
==> out/qor.yml <==
floorplanning:
  rows: 28
  die_x_um: 99
  fp.coreArea_mm2: 0.00599
  boundaryPins: 25
  die.size.y_um: 99
  initial_core_util_pct: 17.1
  floorplan.die_area_mm2: 0.00980
timing:
  final-setup-viol-count: 0
  peak_freq_ghz: 0.475
  final-max-slew-violation-count: 0
  grt_setup_unrepaired: "no"
  slew_headroom_pct: 68.7
  post-route-min-period_ns: 2.11
  fin_setup_tns_ns: 0
  final_min_period_over_clock_period_pct: 50.1
  hold_ws_ns: 0.499
  final.setup_skew_ns: 0.00492
  timing_hold_violations_final: 0
  tightest_slew_ns: 0.466
  setup_ws_ns: 2.09
detailed_routing:
  detail_route.wirelength_mm: 2.30
  first_pass_iters: 4
  drtAntennaViolNets: 0
  routed_wire_length_per_instance_um: 11.3
  routed-via-count: 797
  drc: 0
  detail_route.iter0.violations: 46
  antenna_cells: 0
  route.detailed.vias_per_inst: 3.93
finish:
  layout-drive-gt1-share_pct: 10.2
  reg_top3: "my_counter x24"
  final_core_util_pct: 23.6
  area_overhead_of_the_layout_relative_to_synthesis_pct: 38.6
  largest_register_ff_count: 24
  largest_register: "my_counter"
flow_run:
  cap_viol_max_count: 0
  warning_count: 25
clocking:
  holdBufCountCts: 0
  cts_root_buf: "sky130_fd_sc_hd__clkbuf_8"
  cts_sinks: 24
  cts_setup_buffers: 0
  tritoncts.num_buffers: 3
  cts_buffer_depth: 2
  clock.latency.late_pin_ns: 0.26
  cts.reportedPaths.clkPinSlew_ns: 0.08
  cts_repair_resize_count: 0
  tritoncts: "done"
  htreeDepth: 1
pwr:
  power_leakage_nw: 0.498
  max-vdd-ir-drop_v: 0.000367
  powerDensity_mw_per_mm2: 301
worst_setup_path:
  setup.worst_path.end_class: "output port"
  critical_path.max_fanout: 6
  path_buffers: 1
  critPathLaunchType: "flip-flop"
  cp_data_required_time_ns: 3.36
  worst-setup-path-type: "flip-flop to output port"
  cp_slowest_cell: "sky130_fd_sc_hd__clkdlybuf4s50_1"
  critical_path.top_delay_family: "buffers and inverters"
  critical_path.cell_chain: "clkdlybuf4s50_1"
  cp_data_arrival_time_ns: 1.27
  max_stage_delay_ns: 0.52
  reg2reg_setup_slack_ns: 2.26
  crit_cells: 1
  worstRegToRegCells: 5
min_path:
  number_of_instances_on_the_worst_hold_path: 1
  hold_path.class: "flip-flop to flip-flop"
grt:
  globalRouteTotalUtil_pct: 4.72
  grt_start_max_net_pins: 15
  wire_length_of_the_first_global_routing_pass_mm: 3.93
  antenna_found_initial: 0
  grt.overflow.total: 0
  number_of_global_route_vias_before_repair: 791
synth:
  synth.avg_cell_area_um2: 10.1
  yosysUniqueCellTypes: 25
  netlist_area_mm2: 0.00102
  post-synth-top-area-fraction_pct: 47.0
  yosys.stat.chipArea_mm2: 0.00102
  synth.largest_area_cell: "sky130_fd_sc_hd__dfxtp_1"
  synth_cells: 101
  yosys_warnings: 1
  ys_seq_share_pct: 47.0
  netlist_top_cells_area: "sky130_fd_sc_hd__dfxtp_1 47%, sky130_fd_sc_hd__xnor2_1 10%, sky130_fd_sc_hd__xor2_1 6.0%, sky130_fd_sc_hd__nor2_1 5.5%, sky130_fd_sc_hd__nor4_4 4.2%"
  postSynthRegisterBits: 24
  yosysCellCount: 101
place:
  preCtsSetupSlack_ns: 2.25
  place.detailed.hpwl_mm: 1.72
  place.gp.congestion: 0.763
  port_buffers: 24
outcome:
  run_status: "completed"
layout make-up:
| class | count | area [µm²] |
|---|---|---|
| well taps | 75 | 93.8 |
| clock buffers | 3 | 41.3 |
| flip-flops and latches | 24 | 480 |
| fillers | 627 | 4570 |
| multi-input cells | 73 | 519 |
| repair buffers | 24 | 240 |
| inverters | 3 | 11.3 |
| clock inverters | 1 | 30.0 |
placed cells by master (no fill, tap or decap):
cell type / Yosys / final
sky130_fd_sc_hd__nand3_1: 7 / 7
sky130_fd_sc_hd__nor4_1: 6 / 6
sky130_fd_sc_hd__a31oi_1: 1 / 1
sky130_fd_sc_hd__and2_2: 1 / 1
sky130_fd_sc_hd__ha_1: 1 / 1
sky130_fd_sc_hd__nor2_1: 15 / 15
sky130_fd_sc_hd__xnor2_1: 12 / 12
sky130_fd_sc_hd__and4_1: 1 / 1
sky130_fd_sc_hd__nor3_1: 3 / 3
sky130_fd_sc_hd__clkdlybuf4s50_1: 0 / 24
sky130_fd_sc_hd__and3_2: 1 / 1
sky130_fd_sc_hd__clkbuf_8: 0 / 3
sky130_fd_sc_hd__a21oi_1: 1 / 1
sky130_fd_sc_hd__inv_1: 3 / 3
sky130_fd_sc_hd__xor2_1: 7 / 7
sky130_fd_sc_hd__nor4_4: 2 / 2
sky130_fd_sc_hd__bufinv_16: 0 / 1
sky130_fd_sc_hd__and4_4: 1 / 1
sky130_fd_sc_hd__dfxtp_1: 24 / 24
sky130_fd_sc_hd__nor2b_1: 1 / 1
sky130_fd_sc_hd__a2111oi_2: 1 / 1
sky130_fd_sc_hd__nand4_4: 1 / 1
sky130_fd_sc_hd__nand2_1: 4 / 4
sky130_fd_sc_hd__nand4_1: 3 / 3
sky130_fd_sc_hd__nor2_2: 1 / 1
sky130_fd_sc_hd__nand4_2: 1 / 1
sky130_fd_sc_hd__and3_1: 2 / 2
per-layer routing:
layer	global-route usage (%)	vias to the layer above	part of all wire [%]
met1	6.47	367	52
met5	0	-	0
met3	1.83	2	6.4
met2	7.16	20	41
li1	-	408	-
met4	0.331	0	0.78
cells by family (layout without fill, tap and decap cells):
family | count (synthesis) | in the layout | synth area share (%)
AOI/OAI and AO/OA | 3 | 3 | 2.57
xor gates and xnor gates | 19 | 19 | 16.3
adders and majority gates | 1 | 1 | 1.22
buffers and inverters | 4 | 31 | 2.20
DFF | 24 | 24 | 47.0
and+or+nand+nor | 50 | 50 | 30.7
power by group:
group	switching, mW	leakage [nW]	internal, mW
registers	0	0.193	0.227
logic	0	0.269	0
clock network	0.0711	0.0357	0.127
total	0.0711	0.498	0.355
final timing paths:
kind,start,end
worst max-delay path,my_counter[4],my_counter[4]
worst min-delay path,my_counter[23],my_counter[23]
worst max register to register,my_counter[0],my_counter[21]
worst min register to register,my_counter[23],my_counter[23]
Yosys cell counts:
| cell | count |
|---|---|
| sky130_fd_sc_hd__nor2b_1 | 1 |
| sky130_fd_sc_hd__nand4_4 | 1 |
| sky130_fd_sc_hd__dfxtp_1 | 24 |
| sky130_fd_sc_hd__nand4_1 | 3 |
| sky130_fd_sc_hd__xor2_1 | 7 |
| sky130_fd_sc_hd__and3_1 | 2 |
| sky130_fd_sc_hd__and2_2 | 1 |
| sky130_fd_sc_hd__nand4_2 | 1 |
| sky130_fd_sc_hd__nand3_1 | 7 |
| sky130_fd_sc_hd__and4_4 | 1 |
| sky130_fd_sc_hd__nor3_1 | 3 |
| sky130_fd_sc_hd__nor4_1 | 6 |
| sky130_fd_sc_hd__nor2_1 | 15 |
| sky130_fd_sc_hd__buf_6 | 1 |
| sky130_fd_sc_hd__nor4_4 | 2 |
| sky130_fd_sc_hd__and3_2 | 1 |
| sky130_fd_sc_hd__ha_1 | 1 |
| sky130_fd_sc_hd__xnor2_1 | 12 |
| sky130_fd_sc_hd__and4_1 | 1 |
| sky130_fd_sc_hd__nor2_2 | 1 |
| sky130_fd_sc_hd__nand2_1 | 4 |
| sky130_fd_sc_hd__a2111oi_2 | 1 |
| sky130_fd_sc_hd__a21oi_1 | 1 |
| sky130_fd_sc_hd__a31oi_1 | 1 |
| sky130_fd_sc_hd__inv_1 | 3 |
through the flow:
| step | total power, mW | std cells | instance area (µm²) |
|---|---|---|---|
| after global placement | 0.233 | 199 | 1350 |
| after CTS | 0.434 | 203 | 1420 |
| final | 0.426 | 203 | 1420 |
| after detailed placement | 0.233 | 199 | 1350 |
| after global routing | 0.444 | 203 | 1420 |
| after floorplan | 0.233 | 101 | 1020 |
Power figures rest on the tool's default switching activity, not on a simulated workload.
